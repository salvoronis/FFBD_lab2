==> design.v <==
`timescale 1ns / 1ps
module gun(
    input rst_i,
    input clk_i,
    input [7:0] a_in,
    input [7:0] b_in,
    output busy,
    output [7:0] y_out
);
reg mult_reset;
reg [7:0] mult_i1;
reg [7:0] mult_i2;
wire mult_busy;
wire [15:0] mult_out;
reg [3:0] state, state_next;
reg [7:0] a;
reg [7:0] b;
reg [15:0] tmp;
reg [15:0] tmp1;
reg [15:0] tmp2;
reg [7:0] r;
multiplier mult(
    .clk_i(clk_i),
    .rst_i(mult_reset),
    .a_bi(mult_i1),
    .b_bi(mult_i2),
    .busy_o(mult_busy),
    .y_bo(mult_out)
);
localparam STATE0 = 4'b0000;
localparam STATE1 = 4'b0001;
localparam STATE2 = 4'b0010;
localparam STATE3 = 4'b0011;
localparam STATE4 = 4'b0100;
localparam STATE5 = 4'b0101;
localparam STATE6 = 4'b0110;
localparam STATE7 = 4'b0111;
assign busy = rst_i | |state;
assign y_out = r;
always @(posedge clk_i)
    if (rst_i) begin
        state <= STATE1;
    end else begin
        state <= state_next;
    end
always @* begin
    case(state)
        STATE0: state_next = STATE0;
        STATE1: state_next = STATE5;
        STATE5:
        begin
            if (mult_busy) begin
                state_next = STATE5;
            end else begin
                state_next = STATE2;
            end
        end
        STATE2: state_next = STATE6;
        STATE6:
        begin
            if (mult_busy) begin
                state_next = STATE6;
            end else begin
                state_next = STATE3;
            end
        end
        STATE3: state_next = STATE7;
        STATE7: begin
            if (mult_busy) begin
                state_next = STATE7;
            end else begin
                state_next = STATE4;
            end
        end
        STATE4: state_next = STATE0;
    endcase
end
always @(posedge clk_i) begin
    if (rst_i) begin
        a <= a_in;
        b <= b_in;
        mult_reset <= 0;
        r <= 0;  
        tmp <= 0;
        tmp1 <= 0;
        tmp2 <= 0;
    end else begin
        case (state)
            STATE0:
                begin
                end
            STATE1:
                begin
                        mult_reset <= 1;
                        mult_i1 <= a_in;
                        mult_i2 <= b_in;
                end
            STATE5:
                begin
                    if (mult_busy) begin
                        mult_reset <= 0;
                    end else begin
                        tmp <= mult_out;
                    end
                end
            STATE2:
                begin
                    if (mult_busy) begin
                        mult_reset <= 0;
                    end else begin
                        mult_reset <= 1;
                        mult_i1 <= a_in;
                        mult_i2 <= a_in;
                    end
                end
            STATE6:
                begin
                    if (mult_busy) begin
                        mult_reset <= 0;
                    end else begin
                        tmp1 <= mult_out;
                    end
                end
            STATE3:
                begin
                    if (mult_busy) begin
                        mult_reset <= 0;
                    end else begin
                        mult_reset <= 1;
                        mult_i1 <= tmp1;
                        mult_i2 <= a_in;
                    end
                end
            STATE7:
                begin
                    if (mult_busy) begin
                        mult_reset <= 0;
                    end else begin
                        tmp2 <= mult_out;
                    end
                end
            STATE4:
                begin
                    if (mult_busy) begin
                        mult_reset <= 0;
                    end else begin
                        mult_reset <= 1;
                        r <= tmp + tmp2;
                    end
                end
        endcase
    end
end
endmodule
`timescale 1ns / 1ps
module multiplier (
	input clk_i,
	input rst_i ,
	input [7 : 0] a_bi,
	input [7 : 0] b_bi,
	output busy_o,
	output reg [15 : 0] y_bo
);
localparam IDLE = 1'b0;
localparam WORK = 1'b1;
reg [2 : 0] ctr;
wire [2 : 0] end_step;
wire [7 : 0] part_sum;
wire [15 : 0] shifted_part_sum;
reg [7 : 0] a, b;
reg [15 : 0] part_res;
reg state;
assign part_sum = a & {8{b[ctr]}} ;
assign shifted_part_sum = part_sum << ctr ;
assign end_step = (ctr == 3'h7);
assign busy_o = rst_i | state;
always @(posedge clk_i)
	if (rst_i) begin
		ctr <= 0;
		part_res <= 0;
		y_bo <= 0;
		state <= WORK;
		a <= a_bi;
		b <= b_bi;
	end else begin
		case (state)
			IDLE: y_bo <= part_res;
			WORK:
				begin
					if (end_step) begin
						state <= IDLE;
						y_bo <= part_res;
					end
					part_res <= part_res + shifted_part_sum;
					ctr <= ctr + 1;
				end
		endcase
	end
endmodule
==> run.sh <==
#!/bin/bash
# OpenROAD 26Q1-2900-gdf79404cd8, Yosys 0.63+post, stock flow scripts
make -C /OpenROAD-flow-scripts/flow DESIGN_CONFIG=/design/flow/config.mk WORK_HOME=/design/flow/orfs finish
==> config.mk <==
export PLATFORM = sky130hd
export DESIGN_NAME = gun
export DESIGN_NICKNAME = gun
export VERILOG_FILES = /design/flow/design.v
export SDC_FILE = /design/flow/constraint.sdc
export NUM_CORES = 4
export LEC_CHECK = 1
export CORE_UTILIZATION = 40
==> constraint.sdc <==
current_design gun

set clk_period 6.8
set clk_io_pct 0.2

create_clock -name clk0 -period $clk_period [get_ports {clk_i}]

set non_clock_inputs [all_inputs -no_clocks]
set_input_delay [expr $clk_period * $clk_io_pct] -clock clk0 $non_clock_inputs
set_output_delay [expr $clk_period * $clk_io_pct] -clock clk0 [all_outputs]
==> datasheet_impl.txt <==
Characteristics after synthesis and place and route

Parameter                              Value

Timing
  Post-layout minimum cycle time .................. 4.15 ns
  Register pins left without a clock .................. 3
  Slew Viols, Final .................. 0
  Tightest slew margin relative to the limit .................. 53.6%
  Setup ws final .................. 2.65 ns
  Share of the clock period used by the worst path .................. 61.0%
  RSZ-0062 raised after global routing .................. false
  Final-report setup violation count .................. 0
  Worst Hold Slack .................. 0.423 ns
  Slew at the pin closest to its max-slew limit .................. 0.695 ns
  Max Clock Freq .................. 0.241 GHz
  Final tally of hold violations .................. 0
  Count of endpoints without a timing constraint .................. 3
  Accumulated negative setup slack .................. 0 ns
  Setup clock skew after layout .................. 0.0110 ns

Clock network
  Root Driver .................. sky130_fd_sc_hd__clkbuf_8
  Worst skew pair latency .................. 0.35 ns
  Count of instances resized after the clock tree is built .................. 0
  Buffers inserted during post-CTS setup optimization .................. 0
  Clock Pin Slew Worst Setup and Hold Paths .................. 0.08 ns
  Clock buffer depth .................. 2
  Hold buffers post-CTS .................. 0
  CTS Buf Count .................. 9
  CTS tree .................. yes
  Clock H-tree levels .................. 3

Global route
  First-pass GRT wire length .................. 12700 um
  GRT Resource Usage Total .................. 15.1%
  Antenna violations before repair .................. 0
  Overall overflow remaining after global route .................. 0
  Number of global-route vias before repair .................. 2565
  Maximum number of pins on one net before global-route repair .................. 43

Worst setup path
  Critical path type .................. input port to output pin
  Crit path top cell by count .................. sky130_fd_sc_hd__clkdlybuf4s50_1
  Register-to-Register Path Depth .................. 12
  Crit-path leading delay family .................. buffers and inverters
  Critical path data arrival time .................. 2.79 ns
  Terminus of the critical flop-to-flop path .................. mult.part_res[6]
  Launching instance or port of the critical path .................. rst_i
  Cell Chain, Critical Path .................. clkdlybuf4s50_1, buf_4, nor2_1, nand2_1, clkdlybuf4s50_1
  Critical path buffers and inverters .................. 3
  Maximum fanout along the worst path .................. 42
  Required time at the endpoint of the critical path .................. 5.44 ns
  Worst reg2reg setup slack .................. 3.04 ns
  Worst path max stage delay .................. 0.46 ns
  Kind of end point of the critical path .................. output pin
  Reg-to-Reg Start .................. mult.ctr[2]
  Worst Setup Start Kind .................. input port
  Critical-path top delay cell .................. sky130_fd_sc_hd__clkdlybuf4s50_1

Die
  Die Span Y .................. 105 um
  Die area .................. 0.0111 mm2
  Die width .................. 105 um
  Row Count .................. 37
  Boundary pin count .................. 27
  Starting density of the core .................. 41.4%
  CORE AREA .................. 0.0103 mm2

Route
  Total detailed-routing wirelength .................. 7630 um
  Number of design rule violations left after detail routing .................. 0
  Violation count after the first detailed-route iteration .................. 90
  Wire length on met1 .................. 3970 um
  Number of search-and-repair iterations in the first detailed-routing pass .................. 4
  Total met2 wirelength after detailed routing .................. 3290 um
  Mean number of vias per cell .................. 4.89
  Total met3 wirelength after detailed routing .................. 324 um
  Per-cell routed wire length .................. 13.4 um
  Detailed-route via count .................. 2792
  Highest Signal Layer .................. met4
  Final ANT Viol Nets .................. 0
  Antenna Diode Count .................. 0

Worst hold path
  WHS Endpoint .................. mult.a[3]
  Start point of the worst hold path .................. mult_i1[3]
  Tightest Hold Check Type .................. register to register
  Number of cells on the worst hold path .................. 0

Place
  Routability congestion estimate .................. 0.815
  Post-DP Area .................. 0.00466 mm2
  Half-perimeter wire length after placement .................. 5400 um
  Setup slack after placement .................. 2.65 ns
  Total of buffers placed on input and output ports .................. 26

Synthesis
  Yosys Chip Area .................. 0.00427 mm2
  Largest area contributor in the netlist .................. sky130_fd_sc_hd__dfxtp_1
  Tally of yosys warning messages .................. 2
  Cell Type Count .................. 54
  Total of flip-flops plus latches after synthesis .................. 91
  Area of the mapped netlist .................. 0.00427 mm2
  Number of cells in Yosys stat .................. 405
  Gate count after technology mapping .................. 405
  EDFF count, synth .................. 32
  Most repeated cell in the gate-level netlist after synthesis .................. sky130_fd_sc_hd__dfxtp_1
  Average footprint of a synthesized cell .................. 10.5 um2
  Ranking of synthesized cells by instance count .................. sky130_fd_sc_hd__dfxtp_1 (56), sky130_fd_sc_hd__nand2_1 (46), sky130_fd_sc_hd__nor2_1 (40), sky130_fd_sc_hd__edfxtp_1 (32)
  Largest type area fraction .................. 26.3%
  Share of async-settable or async-resettable flops after synthesis .................. 0%
  Leading post-synthesis cells by cell area .................. sky130_fd_sc_hd__dfxtp_1 (26%), sky130_fd_sc_hd__edfxtp_1 (23%), sky130_fd_sc_hd__mux2i_1 (7.3%)
  Prevailing post-synth register cell .................. sky130_fd_sc_hd__dfxtp_1

Pwr
  Switching power total .................. 0.000518 W
  Pwr dens .................. 333 mW/mm2
  Leak .................. 1.88 nW
  Sequential cell fraction of total power .................. 43.6%
  Proportion of power drawn by combinational gates .................. 30.3%
  Cell internal pwr .................. 0.00112 W
  Worst voltage drop across the vdd grid .................. 0.162 mV
  Switching Fraction .................. 31.7%
  Part of the power in the clock network .................. 26.1%

Finish
  Synthesis-to-finish area growth .................. 14.7%
  Final std cell area, no fill .................. 0.00490 mm2
  Filler cell count in the final layout .................. 935
  Proportion of layout cells with a drive suffix above 1 .................. 11.7%

Run
  Max-Cap Viols .................. 0
  OpenROAD warning count .................. 26

Outcome
  Status .................. complete, no violations
[logic make-up (layout without fill, tap and decap cells)]
kind of cell	after synthesis	after routing	synth area share, %
and+or+nand+nor	141	141	16.2
DFF	88	88	48.8
AOI/OAI and AO/OA	63	63	8.85
muxes	52	52	14.0
buffers and inverters	27	55	2.87
adders and majority gates	19	19	5.92
xor gates and xnor gates	11	11	2.26
latches	3	3	1.05
other	1	3	0.0878
[power by group through the flow]
stage	registers, W	clock network [W]	logic [W]
5_1_grt	0.000725	0.000461	0.000558
4_1_cts	0.000714	0.000442	0.000501
6_report	0.000713	0.000426	0.000496
[registers in the layout, summed over array words and instances, names as in the netlist]
signal / count
r: 8
state_next: 3
mult_i1: 8
tmp1: 8
mult.ctr: 3
tmp2: 8
mult.b: 8
mult_i2: 8
mult.a: 8
state: 3
mult.y_bo: 8
mult.state: 1
tmp: 8
mult.part_res: 8
mult_reset: 1
[metal layers]
metal	track usage [%]	vias up
li1	-	1488
met1	25.6	1257
met3	3.60	5
met4	1.31	0
met5	0	-
met2	21.3	42
[cell usage in the layout (no fill, tap or decap), types with 9 or more instances in the layout]
cell	n
sky130_fd_sc_hd__clkbuf_8	9
sky130_fd_sc_hd__o21ai_0	13
sky130_fd_sc_hd__clkdlybuf4s50_1	26
sky130_fd_sc_hd__nor2b_1	9
sky130_fd_sc_hd__edfxtp_1	32
sky130_fd_sc_hd__xnor2_1	9
sky130_fd_sc_hd__a21oi_1	31
sky130_fd_sc_hd__mux2_2	16
sky130_fd_sc_hd__nor2_1	40
sky130_fd_sc_hd__nand2_1	46
sky130_fd_sc_hd__ha_1	17
sky130_fd_sc_hd__dfxtp_1	56
sky130_fd_sc_hd__mux2i_1	31
sky130_fd_sc_hd__nand3_1	15
[layout make-up]
| type | instances | area, um2 | share of cell area, % |
|---|---|---|---|
| Timing Repair Buffer | 32 | 305 | 6.23 |
| Clock buffer | 9 | 124 | 2.53 |
| Multi-Input combinational cell | 289 | 2030 | 41.4 |
| Tap cell | 136 | 170 | 3.47 |
| Clock inverter | 7 | 119 | 2.43 |
| Inverter | 7 | 26.3 | 0.536 |
| Sequential cell | 91 | 2130 | 43.4 |
[worst reg2reg max path: stages, from the launching register on]
cell	delay, ns
sky130_fd_sc_hd__dfxtp_1	0.77
sky130_fd_sc_hd__mux4_1	0.69
sky130_fd_sc_hd__mux2i_4	0.23
sky130_fd_sc_hd__or2_4	0.19
sky130_fd_sc_hd__nor4b_4	0.05
sky130_fd_sc_hd__ha_1	0.25
sky130_fd_sc_hd__fa_1	0.41
sky130_fd_sc_hd__a21o_1	0.18
sky130_fd_sc_hd__a21oi_1	0.22
sky130_fd_sc_hd__nor2b_1	0.07
sky130_fd_sc_hd__o21ai_0	0.20
sky130_fd_sc_hd__nor3_1	0.07
sky130_fd_sc_hd__or3_1	0.33
[how the worst max path moves through the flow]
stage	end	slack [ns]	cells after the start
after global routing	busy	2.51	5
final	busy	2.65	5
after CTS	busy	2.64	5
[stage by stage]
step / total power, W / std cells / utilization (%)
after floorplan: 0.00112 / 407 / -
final: 0.00163 / 571 / 47.5
after detailed placement: 0.00122 / 555 / 45.1
after global placement: 0.00122 / 555 / 45.1
after global routing: 0.00174 / 571 / 47.5
after CTS: 0.00166 / 571 / 47.5
Power is estimated from default activity; no workload was simulated.
